==> ./run.sh <==
#!/bin/bash
# OpenROAD 26Q1-2900-gdf79404cd8, Yosys 0.63+post, stock flow scripts
make -C /OpenROAD-flow-scripts/flow DESIGN_CONFIG=/design/flow/config.mk WORK_HOME=/design/flow/orfs finish
==> ./config.mk <==
export PLATFORM = sky130hd
export DESIGN_NAME = ALU
export DESIGN_NICKNAME = ALU
export VERILOG_FILES = /design/flow/design.v
export SDC_FILE = /design/flow/constraint.sdc
export NUM_CORES = 4
export LEC_CHECK = 1
export CORE_AREA = 10 10 73 73
export DIE_AREA = 0 0 83 83
==> ./constraint.sdc <==
current_design ALU

set clk_period 6.3
set clk_io_pct 0.2

create_clock -name clk0 -period $clk_period

set non_clock_inputs [all_inputs -no_clocks]
set_input_delay [expr $clk_period * $clk_io_pct] -clock clk0 $non_clock_inputs
set_output_delay [expr $clk_period * $clk_io_pct] -clock clk0 [all_outputs]
==> ./design.v <==
module ALU (
    input [7:0] A,   
    input [7:0] B,   
    input [2:0] opcode,   
    output reg [7:0] result   
);
    always @(*) begin
        case (opcode)
            3'b000: result = A + B;   
            3'b001: result = A - B;   
            3'b010: result = A & B;   
            3'b011: result = A | B;   
            3'b100: result = ~A;      
            default: result = 8'b00000000;   
        endcase
    end
endmodule
==> results.cfg <==
; synthesis and place-and-route metrics
[detailed_routing]
firstDrtPassIters = 4
antenna_cells = 0
drt_iter0_markers = 40
wl_per_cell_um = 13.0
drt-total-wl_um = 2280
vias = 840
drc = 0
postRouteAntennaNets = 0
routed_via_density = 4.77

[final_timing]
period_needed_ns = 5.85
setup_viol = 0
clock.fmax_mhz = 171
setup_slack_ns = 0.453
hold_slack_ns = 3.58
max_slew.worst_pin.slew_ns = 0.421
slew_viol_final = 0
final.setup.tns_ns = 0
finalHoldViolations = 0
period_used_share = 0.928
rsz0062_at_grt = false
relSlewSlack = 0.718

[critical_path]
slowest_stage = clkdlybuf4s50_1
path_class = primary input to output port
critPathMaxFanout = 12
crit_arrival_ns = 4.59
crit_buf_inv = 2
start_kind = primary input
path_depth = 10
path_delay_family = buffers and inverters
worst_path_most_repeated_cell = clkdlybuf4s50_1
cp_cell_sequence = clkdlybuf4s50_1, nor3b_4, mux2_2, fa_1, nor2b_1, o21ai_1, nor3b_1, o32a_1, o21ai_0, clkdlybuf4s50_1
crit_path_end_kind = output port
crit_path_max_incr_delay_ns = 0.73
crit_required_ns = 5.04

[power_and_ir_drop]
power.leakage_uw = 0.000429
vdd_ir_drop_max_mv = 0.0326
power.density_nw_per_um2 = 94.6

[yosys]
post-synth-top-area-cell = ha_1
syn_inst = 102
top_cell_area_share = 0.168
synth.avg_cell_area_um2 = 7.32
ys.warnings.count = 1
ys_seq_frac = 0
syn_area_um2 = 747
yosysChipArea_um2 = 747
yosys_cells = 102
area_leaders = ha_1, xnor2_1, a21oi_1, nor2_1, a21o_1
synth_cell_types = 35

[final_layout]
clock_buffers = 0
ff_latch_area_um2 = 0
area_growth_pct = 44.6
ff_count = 0
drive_above_1_share = 0.0625
fin_util = 0.288

[clocking]
post-cts-setup-buffer-count = 0
cts_resized = 0
ctsHoldBuffers = 0

[min_path]
worstHoldPathCells = 3
min_to = result[1]
hold_path.class = primary input to output port
min_from = A[1]

[floorplanning]
fp_util = 0.200
chipArea_um2 = 6890
io_pins = 27
fp.dieW_um = 83
core-area_um2 = 3740
rows = 22
die_h_um = 83

[place]
portBuffers = 27
place_congestion = 0.845
pre_cts_ws_ns = 0.448
dpl.hpwl_um = 1900

[global_routing]
antenna_found_initial = 0
grtUsageTotal = 0.0614
grt_first_pass_wirelength_um = 3800
grt_max_degree = 16
grt_pass1_vias = 804
grt-ovfl-total = 0

[run]
cap_violations = 0
warnings = 34

[run_status]
status = finished, final reports clean
==> cells in the mapped netlist <==
cell type and instances:
o32ai_1 3, xnor2_2 1, o21ai_1 1, a21oi_1 12, a21o_1 4, a31o_2 1, clkbuf_1 2, nor3_1 1
inv_1 6, a31oi_1 1, nor2_1 10, and4_1 1, ha_1 10, maj3_1 2, nand2b_1 3, mux2i_1 2
nand3b_1 1, nor3_2 1, a21boi_0 1, buf_2 1, xnor2_1 8, nor3b_1 3, o22a_1 1, mux2_2 1
nor3b_4 1, xor2_1 1, o21a_1 3, nand2_1 5, a31oi_2 1, o22ai_1 3, nor2b_1 2, a211o_1 1
o32a_1 2, o21ai_0 5, fa_1 1
==> routing by layer <==
metal / track usage / up-vias / wire length, um
met5: 0 / - / 0
met4: 0.00462 / 0 / 20
met3: 0.0157 / 2 / 175
met2: 0.0964 / 33 / 1020
met1: 0.0850 / 373 / 1070
li1: - / 432 / -
==> through the flow <==
stage | area [um^2] | cells | total power [uW]
2_1_floorplan | 747 | 102 | 60.0
5_1_grt | 1080 | 176 | 115
4_1_cts | 1080 | 176 | 103
6_report | 1080 | 176 | 102
3_5_place_dp | 1080 | 176 | 103
3_3_place_gp | 1080 | 176 | 102
==> final cells by class <==
| type | instances | area (um^2) |
|---|---|---|
| fill | 416 | 2660 |
| inverter | 6 | 22.5 |
| multi-input combinational | 93 | 712 |
| tap | 48 | 60.1 |
| timing repair buffer | 29 | 285 |
==> cell families (layout without fill, tap and decap cells) <==
logic type	after synthesis	in the layout	synth area share
multiplexers	3	3	0.0419
adder cells (fa/ha/maj)	13	13	0.221
AND/OR/NAND/NOR	28	28	0.214
buffers and inverters	9	35	0.0469
XOR/XNOR	10	10	0.127
AND-OR/OR-AND	39	39	0.348
==> worst max path at each step <==
| stage | end | start |
|---|---|---|
| finish | result[4] | opcode[0] |
| global route | result[4] | opcode[0] |
| CTS | result[4] | opcode[0] |
==> worst min-delay path, cell delays in order <==
cell	delay, ns
clkdlybuf4s50_1	0.54
o32ai_1	0.11
clkdlybuf4s50_1	0.41
==> where the power goes <==
part	switching (uW)	internal, uW	leakage, uW
registers	0	0	0
logic	44.9	57.2	0.000429
clock network	0	0	0
total	44.9	57.2	0.000429
==> cell usage in the layout, fill, tap and decap left out <==
master	instances
a211o_1	1
a21boi_0	1
a21o_1	4
a21oi_1	12
a31o_2	1
a31oi_1	1
a31oi_2	1
and4_1	1
buf_4	2
clkdlybuf4s50_1	27
fa_1	1
ha_1	10
inv_1	6
maj3_1	2
mux2_2	1
mux2i_1	2
nand2_1	5
nand2b_1	3
nand3b_1	1
nor2_1	10
nor2b_1	2
nor3_1	1
nor3_2	1
nor3b_1	3
nor3b_4	1
o21a_1	3
o21ai_0	5
o21ai_1	1
o22a_1	1
o22ai_1	3
o32a_1	2
o32ai_1	3
xnor2_1	8
xnor2_2	1
xor2_1	1
No activity file was given, so power comes from the tool's default toggle rates.
