==> design/flow/design.v <==
module RegisterFile (
    input [7:0] write_data, 
    input [2:0] read_addr1, 
    input [2:0] read_addr2,   
    input [2:0] write_addr,  
    input write_enable,       
    output reg [7:0] read_data1, 
    output reg [7:0] read_data2   
);
    reg [7:0] registers [0:7]; 
    always @(posedge write_enable) begin
        if (write_enable)
            registers[write_addr] <= write_data;
    end
    always @(*) begin
        read_data1 = registers[read_addr1];
        read_data2 = registers[read_addr2];
    end
endmodule
==> design/flow/run.sh <==
#!/bin/bash
# OpenROAD 26Q1-2900-gdf79404cd8, Yosys 0.63+post, stock flow scripts
make -C /OpenROAD-flow-scripts/flow DESIGN_CONFIG=/design/flow/config.mk WORK_HOME=/design/flow/orfs finish
==> design/flow/config.mk <==
export PLATFORM = sky130hd
export DESIGN_NAME = RegisterFile
export DESIGN_NICKNAME = RegisterFile
export VERILOG_FILES = /design/flow/design.v
export SDC_FILE = /design/flow/constraint.sdc
export NUM_CORES = 4
export LEC_CHECK = 1
export CORE_UTILIZATION = 30
==> design/flow/constraint.sdc <==
current_design RegisterFile

set clk_period 2.0
set clk_io_pct 0.2

create_clock -name clk0 -period $clk_period [get_ports {write_enable}]

set non_clock_inputs [all_inputs -no_clocks]
set_input_delay [expr $clk_period * $clk_io_pct] -clock clk0 $non_clock_inputs
set_output_delay [expr $clk_period * $clk_io_pct] -clock clk0 [all_outputs]
==> run_results.csv <==
group,metric,value,unit
final_timing,drv_slew,0,
floorplan,chipArea,10700,um^2
worst_setup_path,worst_ep_required_time,1.60,ns
final_timing,setup_viol,2,
yosys,avgSynthCellArea,23.5,um^2
outcome,failed_checks,"negative setup slack",
routing,ant_nets,0,
outcome,outcome,"complete, but fails checks",
worst_setup_path,critPathLaunchType,"flip-flop",
global_route,overflow,0,
placed_design,port_buffers,33,
routing,wire_per_inst,19.3,um
placed_design,place_ws,-0.769,ns
pwr,p_per_area,799,nW/um^2
floorplan,fp.dieH,103,um
routing,vias_per_cell,4.75,
final_layout,lay_top_cells,"edfxtp_1 (64), mux4_2 (32), mux2_4 (16), clkdlybuf4s50_1 (13), buf_2 (10)",
global_route,grt_pass1_wl,9.34,mm
worst_setup_path,critPathKind,"reg2out",
routing,detail_route.first_pass.iterations,4,
yosys,synth_stat.cells,131,
routing,vias,1528,
global_route,grt_max_degree,11,
floorplan,core_area,9860,um^2
global_route,grt_util_all_layers,0.135,
yosys,yosys.area.top_type,"edfxtp_1",
final_timing,rsz0062_at_grt,"yes",
routing,drc_errors,0,
yosys,ys.warnings.count,1,
floorplan,io_pins,34,
yosys,yosysSeqAreaShare,0.624,
clock_tree,htree_levels,3,
final_layout,syn2layout_area_growth,27.6,%
final_timing,relSlewSlack,0.809,
global_route,first_global_vias,1729,
placed_design,place.gp.congestion,0.771,
final_timing,min_period,2.01,ns
final_timing,tightest_slew,0.285,ns
clock_tree,clk_pin_slew_worst_paths,0.06,ns
floorplan,rows,36,
worst_setup_path,critPathArrivalTime,1.61,ns
pwr,finalPower,3.14,mW
yosys,ys_area,3080,um^2
routing,wl,6.22,mm
clock_tree,post_cts_buffers,0,
routing,diodes,0,
final_timing,setup_slack,-0.0141,ns
yosys,synth_cell_types,15,
clock_tree,clkSinkCount,64,
final_layout,drive_above_1_share,0.519,
final_timing,tns,-0.0227,ns
yosys,synthCells,131,
hold_path,holdPathStages,1,
clock_tree,cts_buffers,9,
clock_tree,cts_tree,"yes",
floorplan,initCoreUtil,0.312,
final_timing,finalHoldViolations,0,
yosys,top_cells_by_area,"edfxtp_1 (62%), mux4_1 (25%), mux2_2 (5.9%), mux4_2 (2.2%), buf_12 (1.3%)",
yosys,top_area_frac,0.624,
job,warnings,27,
worst_setup_path,cp-end-kind,"primary output",
final_layout,fill_cells,861,
pwr,power_leakage,1.37,nW
global_route,antenna_found_initial,0,
yosys,synth_area,3080,um^2
final_layout,registers.top_by_ff_count,"registers",
final_timing,finalClockPeriodUsage,1.01,
placed_design,post-dp-hpwl,3.70,mm
clock_tree,cts-root-buf,"clkbuf_8",
hold_path,hold_path.class,"in2reg",
final_layout,layout.cells.most_common,"edfxtp_1",
final_timing,fmax,0.497,GHz
final_layout,largest_reg_flops,64,
clock_tree,clockBufferDepth,2,
final_layout,reg_top3,"registers: 64 flops",
pwr,ir_drop,0.000433,V
yosys,numSynthFlops,64,
routing,drt_iter0_markers,33,
floorplan,die_width,103,um
worst_setup_path,crit_fanout,2,
clock_tree,cts_hold_buf,0,
job,drv_cap,0,
cells in the mapped netlist:
| master | instances |
|---|---|
| and3_1 | 1 |
| and3b_1 | 2 |
| buf_1 | 2 |
| buf_12 | 2 |
| buf_2 | 2 |
| buf_6 | 2 |
| clkbuf_1 | 2 |
| edfxtp_1 | 64 |
| mux2_2 | 16 |
| mux4_1 | 29 |
| mux4_2 | 3 |
| nand2_1 | 1 |
| nor2_1 | 1 |
| nor3_1 | 1 |
| nor3b_1 | 3 |
logic make-up after synthesis:
kind of cell           count (synthesis)  share of synthesized area
and+or+nand+nor                        9                     0.0191
buffers and inverters                 10                     0.0285
muxes                                 48                      0.328
DFF                                   64                      0.624
final timing paths:
kind                         from              end  slack (ns)
setup / recovery  registers[4][0]    read_data2[0]       -0.01
hold / removal      write_data[5]  registers[7][5]        0.80
power breakdown:
part | internal (mW) | leakage [nW] | switching [mW]
combinational | 0.285 | 0.678 | 0.150
clock | 0.690 | 0.100 | 0.438
sequential | 1.55 | 0.588 | 0.0274
total | 2.52 | 1.37 | 0.615
metrics by stage:
stage / util / instance area [um^2] / hold WS (ns) / instances
after global routing: 0.398 / 3930 / 0.820 / 322
after CTS: 0.394 / 3880 / 0.786 / 322
final: 0.398 / 3930 / 0.796 / 322
after floorplan: - / 3080 / 0.499 / 131
after detailed placement: 0.376 / 3710 / 1.14 / 303
after global placement: 0.376 / 3710 / 1.14 / 303
area by class of cell:
| type | instances | area [um^2] | area share |
|---|---|---|---|
| repair buffers | 52 | 617 | 0.157 |
| clock buffers | 11 | 131 | 0.0335 |
| multi-input cells | 57 | 1020 | 0.260 |
| clock inverters | 5 | 71.3 | 0.0182 |
| flip-flops and latches | 64 | 1920 | 0.489 |
| well taps | 133 | 166 | 0.0424 |
timing repair:
| action | 4_1_cts | 5_1_grt |
|---|---|---|
| endpoints found under the setup margin | 16 | 16 |
| gates cloned | 3 | 0 |
| resized | 119 | 7 |
worst max-delay path, stage by stage, from the launching register on:
cell and delay [ns]:
edfxtp_1 0.41, mux4_2 0.48, mux2_4 0.29, buf_2 0.11
metal layers:
metal,part of all wire,vias to the layer above,GRT usage,wire length (um)
met5,0,-,0,0
met4,0.014,0,0.0173,89
li1,-,681,-,-
met1,0.38,729,0.174,2350
met3,0.16,10,0.112,999
met2,0.45,108,0.188,2780
No activity file was given, so power comes from the tool's default toggle rates.
