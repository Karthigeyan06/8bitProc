## flow/design.v

```verilog
module RAM (
    input wire clk,
    input wire we,
    input wire [7:0] addr,
    input wire [7:0] data_in,
    output reg [7:0] data_out
);
    reg [7:0] memory [255:0];
    always @(posedge clk) begin
        if (we) begin
            memory[addr] <= data_in;
        end else begin
            data_out <= memory[addr];
        end
    end
endmodule
```

## flow/run.sh

```bash
#!/bin/bash
# OpenROAD 26Q1-2900-gdf79404cd8, Yosys 0.63+post, stock flow scripts
make -C /OpenROAD-flow-scripts/flow DESIGN_CONFIG=/design/flow/config.mk WORK_HOME=/design/flow/orfs finish
```

## flow/config.mk

```make
export PLATFORM = sky130hd
export DESIGN_NAME = RAM
export DESIGN_NICKNAME = RAM
export VERILOG_FILES = /design/flow/design.v
export SDC_FILE = /design/flow/constraint.sdc
export NUM_CORES = 4
export LEC_CHECK = 1
export CORE_UTILIZATION = 30
```

## flow/constraint.sdc

```tcl
current_design RAM

set clk_period 14.7
set clk_io_pct 0.2

create_clock -name clk0 -period $clk_period [get_ports {clk}]

set non_clock_inputs [all_inputs -no_clocks]
set_input_delay [expr $clk_period * $clk_io_pct] -clock clk0 $non_clock_inputs
set_output_delay [expr $clk_period * $clk_io_pct] -clock clk0 [all_outputs]
```

==> Slide: Implementation Results <==
Physical Implementation Snapshot

Synth
  • Post-Syn Area: 78500 µm²
  • Syn Inst Count: 3545
  • Synth unique cells: 20
  • Synthesis area per yosys: 78500 µm²
  • Yosys warns: 1
  • Biggest area cells: edfxtp_1 79%, mux4_2 15%, a22oi_1 2.4%, nor2_1 1.1%, a21oi_1 0.82%
  • Synth area leader: edfxtp_1
  • Synth Seq Share: 78.6%
  • Post-synthesis register bit count: 2056
  • Area leader share: 78.6%
  • Yosys cell count: 3545
  • Avg Cell Area, Syn: 22.2 µm²

Final timing
  • Slew headroom: 15.0%
  • Fin crit period: 6.97 ns
  • Setup tns final: 0 ns
  • Final setup fails: 0
  • RSZ-0062 raised after global routing: false
  • Fin. max-slew vios: 0
  • Final hold violation count: 0
  • Least-Margin Pin Slew: 1.27 ns
  • Post-layout period usage: 47.4%
  • Final Skew: 0.0411 ns
  • Peak Freq: 0.144 GHz

Pwr
  • Peak VDD IR: 0.000106 V
  • Leak pwr: 26.9 nW
  • Sequential share of power: 53.6%
  • Sw Pwr: 0.00251 W
  • Switch share: 20.8%
  • PwrDens: 134 nW/µm²
  • Clock network fraction of total power: 42.0%
  • Combinational Power Share: 4.4%
  • Pint: 0.00956 W

Global route
  • First-pass GRT wire length: 275000 µm
  • Largest net degree at the start of global routing: 110
  • Tot GR Track Use: 15.4%
  • Grt ovf: 0
  • Antenna violations before repair: 7
  • Number of global-route vias before repair: 40700

Critical path
  • Critical Path Most Common Cell: buf_4
  • Worst Path Max Fanout: 63
  • CP Cell Sequence: buf_8 -> buf_4 -> buf_4 -> buf_4 -> mux4_2 -> a22oi_1 -> a21oi_1 -> o41ai_1 -> nand4_1
  • Cell family with most CP delay: buffers and inverters
  • CP startpoint: addr[1]
  • Startpoint types: primary input
  • Max incr delay on CP: 1.13 ns
  • CP Capture Type: register
  • CP required: 15.21 ns
  • Worst R2R Start: memory[139][0]$_DFFE_PP_
  • CP max-delay cell: o41ai_1
  • Critical path class: in2reg
  • WP data arrival: 7.48 ns
  • CP bufs+invs: 4

Floorplanning
  • Die W: 514 µm
  • Number of top-level pins: 26
  • Die Span Y: 514 µm
  • Row Count: 187
  • Die Area: 264000 µm²
  • Std-Cell Core Area: 260000 µm²
  • FP Util: 30.2%

Clock network
  • Post-CTS Resized: 0
  • Setup Fix Bufs, Post-CTS: 0
  • CTS tree: yes
  • Clock Sinks: 2056
  • Num CTS Buffers: 203
  • Hold_buf cts: 0
  • Worst-Skew Late Latency: 0.83 ns
  • H-tree depth: 4
  • Clock buffer depth: 3
  • Root Buffer: clkbuf_16
  • Clk slew on worst S/H paths: 0.06 ns

Placement
  • Detailed Place HPWL: 111000 µm
  • Placed cell area: 83600 µm²
  • Final Wtd Congestion: 0.853
  • Port bufs: 25

Drt
  • Routed WL: 187000 µm
  • Ant. Diodes: 0
  • DR pass1 iterations: 5
  • Routed len/inst: 25.4 µm
  • Drt initial violations: 2512
  • Vias per cell: 4.98
  • DR vias: 36700
  • Drt drc: 0
  • DRT antenna net count: 0

Min path
  • Worst hold path startpoint: memory[250][0]$_DFFE_PP_
  • HP Class: reg2reg

Job
  • OpenROAD warning count: 28
  • Maximum Capacitance Violations: 0

Finish
  • Post-route cell area: 90100 µm²
  • Fillers: 23600
  • Layout area overhead: 14.7%
  • Fraction of layout cells with a size suffix above 1: 25.4%

Run status
  • Status: finished, final reports clean
==> cell usage after synthesis <==
library cell and instances:
nand3_1 17, buf_2 34, mux4_2 512, nand2_1 25, nand2b_1 5, nand4_1 9, edfxtp_1 2056, o41ai_1 32
clkbuf_1 140, nor2_1 234, nor2b_1 8, nor3_1 27, and2_1 3, a22oi_1 256, inv_1 1, a21oi_1 128
buf_6 15, buf_1 31, or2_2 2, buf_4 10
==> state kept, by name (all words and copies together), names as in the netlist <==
name,flops
data_out,8
memory,2048
==> worst min-delay path: stages, from the launching register on <==
cell and delay [ns]:
edfxtp_1 0.31, mux4_2 0.22, a22oi_1 0.10, a21oi_1 0.14, o41ai_1 0.11, nand4_1 0.09
==> power groups by stage <==
stage         clock [W]  combinational [W]  sequential, W
global route    0.00537           0.000566        0.00647
CTS             0.00516           0.000537        0.00647
finish          0.00507           0.000527        0.00647
==> cell usage in the layout (no fill, tap or decap), types with 3 or more instances in the layout <==
cell	netlist	routed
buf_12	0	8
inv_16	0	3
bufinv_16	0	20
nand2_1	25	25
nand3_1	17	17
a21oi_1	128	128
clkinv_2	0	33
inv_6	0	5
o41ai_1	32	25
nand4_1	9	9
nand2b_1	5	3
edfxtp_1	2056	2056
buf_8	0	10
o41ai_2	0	7
clkinv_8	0	4
clkinvlp_4	0	3
nor2_1	234	233
buf_4	10	161
nor2b_1	8	6
clkbuf_16	0	205
clkinv_1	0	43
nor3_1	27	27
clkdlybuf4s50_1	0	15
clkbuf_1	140	45
a22oi_1	256	256
mux4_2	512	512
==> metal layers <==
layer	global-route usage, %	vias to the layer above	wire (µm)
met1	17.9	18900	63400
met5	0.457	-	222
li1	-	15400	-
met4	3.75	13	5630
met3	10.5	300	27900
met2	23.5	2053	90300
==> path summary, 6_finish.rpt <==
kind	depth (start not counted)	slack, ns	end
worst min register to register	5	1.08	data_out[0]$_DFFE_PN_
worst min-delay path	5	1.08	data_out[0]$_DFFE_PN_
worst max-delay path	9	7.73	data_out[5]$_DFFE_PN_
worst max register to register	5	11.82	data_out[0]$_DFFE_PN_
==> area by class of cell <==
class	count	area (µm²)	share of cell area [%]
multi-input cells	1258	15800	17.6
inverters	1	3.75	0.00417
clock inverters	115	1200	1.33
clock buffers	250	5300	5.88
flip-flops and latches	2056	61700	68.5
repair buffers	194	1670	1.85
well taps	3496	4370	4.85
==> cell families after synthesis <==
group / share of synthesized area (%)
DFF: 78.6
muxes: 14.7
buffers and inverters: 1.35
AOI/OAI and AO/OA: 3.62
and+or+nand+nor: 1.73
==> stage by stage <==
| step | hold WS (ns) | utilization, % | setup slack [ns] | power (W) | instances |
|---|---|---|---|---|---|
| 6_report | 1.08 | 34.7 | 7.73 | 0.0121 | 7370 |
| 5_1_grt | 1.11 | 34.7 | 7.40 | 0.0124 | 7370 |
| 4_1_cts | 1.08 | 34.7 | 7.68 | 0.0122 | 7370 |
| 3_5_place_dp | 1.06 | 32.2 | 6.76 | 0.00713 | 7005 |
| 3_3_place_gp | 1.07 | 32.2 | 6.74 | 0.00713 | 7005 |
| 2_1_floorplan | 0.896 | - | 9.59 | 0.00688 | 3545 |
Power figures rest on the tool's default switching activity, not on a simulated workload.
